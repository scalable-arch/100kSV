**flow/run.sh**
```bash
#!/bin/bash
# OpenROAD 26Q1-2900-gdf79404cd8, Yosys 0.63+post, stock flow scripts
make -C /OpenROAD-flow-scripts/flow DESIGN_CONFIG=/design/flow/config.mk WORK_HOME=/design/flow/orfs finish
```
**flow/config.mk**
```make
export PLATFORM = sky130hd
export DESIGN_NAME = Async_FIFO
export DESIGN_NICKNAME = Async_FIFO
export VERILOG_FILES = /design/flow/design.v
export SDC_FILE = /design/flow/constraint.sdc
export NUM_CORES = 4
export LEC_CHECK = 1
export CORE_UTILIZATION = 30
```
**flow/constraint.sdc**
```tcl
current_design Async_FIFO

set clk_period 11.4
set clk_io_pct 0.2

create_clock -name clk0 -period $clk_period [get_ports {rdclk}]
create_clock -name clk1 -period $clk_period [get_ports {wrclk}]

set non_clock_inputs [all_inputs -no_clocks]
set_input_delay [expr $clk_period * $clk_io_pct] -clock clk0 $non_clock_inputs
set_output_delay [expr $clk_period * $clk_io_pct] -clock clk0 [all_outputs]
```
**flow/design.v**
```verilog
module Async_FIFO #(
    parameter       DEPTH_LG2           = 4,
    parameter       DATA_WIDTH          = 32,
    parameter       RST_MEM             = 0        
)
(
    input   wire                        wrclk,
    input   wire                        rdclk,
    input   wire                        wrrst_n,
    input   wire                        rdrst_n,
    output  wire                        full_o,   
    input   wire                        wren_i,
    input   wire    [DATA_WIDTH-1:0]    wdata_i,  
    output  wire                        empty_o, 
    input   wire                        rden_i,   
    output  wire    [DATA_WIDTH-1:0]    rdata_o
);
    localparam  FIFO_DEPTH              = (1<<DEPTH_LG2);   
    reg     [DATA_WIDTH-1:0]            mem[FIFO_DEPTH];
    reg                                 full,       full_n,
                                        empty,      empty_n;
    reg     [DEPTH_LG2:0]               wrbptr,      wrbptr_n,
                                        rdbptr,      rdbptr_n;
    reg     [DEPTH_LG2:0]               wrgptr,      wrgptr_n,
                                        rdgptr,      rdgptr_n;
    reg     [DEPTH_LG2:0]               wrgptr1,      wrgptr2,
                                        rdgptr1,      rdgptr2;
    always_ff @(posedge wrclk)
        if ((!wrrst_n) & RST_MEM) begin
            for (int i=0; i<FIFO_DEPTH; i++) begin
                mem[i]                      <= {DATA_WIDTH{1'b0}};   
            end
        end
        else begin
            if (wren_i) begin
                mem[wrbptr[DEPTH_LG2-1:0]]   <= wdata_i;              
            end
        end
    always_ff @(posedge wrclk)
        if (!wrrst_n) begin
            wrbptr                       <= {(DEPTH_LG2+1){1'b0}};    
            wrgptr                       <= {(DEPTH_LG2+1){1'b0}};   
        end
        else begin
            wrbptr                       <= wrbptr_n;
            wrgptr                       <= wrgptr_n;
        end
    always_ff @(posedge rdclk)
        if (!wrrst_n) begin
            rdbptr                       <= {(DEPTH_LG2+1){1'b0}};    
            rdgptr                       <= {(DEPTH_LG2+1){1'b0}};
        end
        else begin
            rdbptr                       <= rdbptr_n;
            rdgptr                       <= rdgptr_n;
        end
    always_ff @(posedge wrclk)
        if (!wrrst_n) begin
            full                        <= 1'b0;
        end
        else begin
            full                        <= full_n;
        end
    always_ff @(posedge rdclk)
        if (!rdrst_n) begin
            empty                       <= 1'b1;     
        end
        else begin
            empty                       <= empty_n;
        end
    always_ff @(posedge rdclk)
        if (!rdrst_n) begin
            wrgptr1                      <= {(DEPTH_LG2+1){1'b0}};   
            wrgptr2                      <= {(DEPTH_LG2+1){1'b0}};   
        end
        else begin
            wrgptr1                      <= wrgptr;
            wrgptr2                      <= wrgptr1;
        end
    always_ff @(posedge wrclk)
        if (!wrrst_n) begin
            rdgptr1                      <= {(DEPTH_LG2+1){1'b0}};   
            rdgptr2                      <= {(DEPTH_LG2+1){1'b0}};   
        end
        else begin
            rdgptr1                      <= rdgptr;
            rdgptr2                      <= rdgptr1;
        end
    always_comb begin
        wrbptr_n                     = wrbptr;
        rdbptr_n                     = rdbptr;
        wrgptr_n                     = wrgptr;
        rdgptr_n                     = rdgptr;
        if (wren_i) begin
            wrbptr_n                     = wrbptr + 'd1;
            wrgptr_n                     = wrbptr_n ^ (wrbptr_n >> 1);   
        end
        if (rden_i) begin
            rdbptr_n                     = rdbptr + 'd1;
            rdgptr_n                     = rdbptr_n ^ (rdbptr_n >> 1);   
        end
        empty_n                     = (wrgptr2 == rdgptr_n);
        full_n                      = (wrgptr_n[DEPTH_LG2:DEPTH_LG2-1]==(~rdgptr2[DEPTH_LG2:DEPTH_LG2-1]))
                                     &(wrgptr_n[DEPTH_LG2-2:0]==rdgptr2[DEPTH_LG2-2:0]);
    end
    // synthesis translate_off
    always @(posedge wrclk) begin
        if (full_o & wren_i) begin
            $display("FIFO overflow");
            @(posedge wrclk);
            $finish;
        end
    end
    always @(posedge rdclk) begin
        if (empty_o & rden_i) begin
            $display("FIFO underflow");
            @(posedge rdclk);
            $finish;
        end
    end
    // synthesis translate_on
    assign  full_o                      = full;
    assign  empty_o                     = empty;
    assign  rdata_o                     = mem[rdbptr[DEPTH_LG2-1:0]];
endmodule
```
==> results.ini <==
[routing]
route.detailed.drc = 0
drtIter0Drc = 467
vias = 10100
drtAntennaViolNets = 0
antennaDiodeCount = 0
vias_per_cell = 4.78
first_pass_iters = 4
wl_mm = 45.2
post_drt_wl_per_cell_um = 21.4

[sta]
final.setup.tns_ps = 0
setup_violations = 0
rsz0062_at_grt = false
slew_viol_final = 0
relSlewSlack_pct = 48.3
finClkSkew_ps = 13.8
hold_viol_final = 0
worst_slack_ps = 5990
worst_pin_slew_ps = 773

[power]
leakage_uw = 0.00771
power_density_nw_per_um2 = 178
peakVddDrop_uv = 115
power_uw = 4500

[setup_path]
r2r_start = rdbptr[1]
crit_path_max_fanout = 75
critPathCaptureType = output port
reg2reg_depth = 7
worst-r2r-setup-slack_ps = 8400
start_kind = flop
timing.rr.end = empty
crit_type = reg2out
crit_arrival_ps = 3130
cp.required_ps = 9120

[logic_synthesis]
synth_area_um2 = 21500
postSynth.asyncResetShare_pct = 0
synthTopCellsByArea = edfxtp_1, mux4_2, dfxtp_1
yosys-top-cells-count = edfxtp_1, mux4_2, dfxtp_1, mux2i_1
avgSynthCellArea_um2 = 20.8
synth_cells = 1036
yosysTopAreaCell = edfxtp_1
ys_cells = 1036
ys.flop_type = edfxtp_1
synth-edff-count = 512
synth_seq_share_pct = 75.3
synthDistinctLibCells = 48
ys.flops = 554
yosys_area_um2 = 21500
synth.most_common_cell = edfxtp_1
top_cell_area_share_pct = 71.4
yosys_warnings = 2

[floorplan]
die_area_um2 = 72800
num_rows = 97
ios = 72
fp.dieW_um = 270
fp_util_pct = 30.5
dieHeight_um = 270
core_um2 = 70500

[place]
gp_congestion = 0.753
port_buffers = 70
post-place-ws_ps = 6170
place_inst = 2008
place_hpwl_mm = 22.6

[layout]
drive_above_1_share_pct = 22.9
area_growth_pct = 17.2
fin_cells = 2109

[worst_hold_path]
hold_class = reg2reg
worstHoldEndpoint = rdgptr1[2]
worst_hold_path.num_cells = 1
hp-start = rdgptr[2]

[clock_tree]
cts_tree = yes
cts.sinks = 554
cts_hold_buffers = 0
post_cts_buffers = 0
post_cts_resized = 0
clkTransAtPathRegs_ps = 70

[grt]
grt_pass1_vias = 10900
antenna_found_initial = 4
grt_usage_pct = 13.5
grt_pass1_wl_mm = 68.2
overflow = 0
grt_max_degree = 76

[flow_run]
tool_warnings = 29
max_cap_viol_count = 0

[outcome]
outcome = finished clean

## routing by layer
metal,share of wire (%),global-route usage (%)
met1,37,17.2
met2,47,19.8
met3,14,9.10
met4,1.8,2.36
met5,0.10,0
## worst max-delay path, stage by stage, from the launching register on
cell             delay, ps
dfxtp_4                610
buf_12                 530
mux4_2                 590
nor2b_1                150
a211oi_1               260
a21oi_1                140
clkdlybuf4s50_1        490
## report_power, final
part / internal [uW] / total, uW / switching, uW
Clock: 1160 / 1920 / 761
Sequential: 2250 / 2270 / 20.9
Combinational: 161 / 305 / 144
## cells by family after synthesis
group           count (synthesis)  synth area share (%)
mux                           167                  15.3
fa+ha+maj                       5                 0.291
compound gates                 84                  2.73
xor+xnor                       32                  1.37
simple gates                  126                  3.28
flops                         554                  75.3
buf+inv                        68                  1.73
## flip-flops by register name, summed over array words and instances, names as in the netlist
register  cells
mem         512
wrgptr        5
rdgptr2       5
empty         1
full          1
wrbptr        5
rdgptr        5
wrgptr2       5
rdbptr        5
rdgptr1       5
wrgptr1       5
## cells in the final DEF, fill, tap and decap left out, drive strengths merged, types with 2 or more instances in the layout
| cell | netlist | routed |
|---|---|---|
| nand2 | 10 | 10 |
| o21ai | 2 | 2 |
| clkbuf | 20 | 68 |
| ha | 5 | 5 |
| a22oi | 2 | 2 |
| nand3 | 3 | 3 |
| nor2 | 27 | 27 |
| bufinv | 0 | 9 |
| xor2 | 13 | 13 |
| a2111oi | 2 | 2 |
| edfxtp | 512 | 512 |
| nand2b | 3 | 3 |
| dfxtp | 42 | 42 |
| clkdlybuf4s50 | 0 | 70 |
| and3 | 6 | 6 |
| clkinvlp | 0 | 3 |
| nor4 | 2 | 2 |
| a31oi | 2 | 2 |
| mux4 | 128 | 128 |
| inv | 4 | 7 |
| clkinv | 1 | 19 |
| nor2b | 34 | 34 |
| nand4 | 4 | 4 |
| mux2i | 39 | 39 |
| xnor2 | 18 | 18 |
| and2 | 32 | 32 |
| a21boi | 2 | 2 |
| a21oi | 34 | 34 |
| buf | 43 | 25 |
| a211oi | 35 | 35 |
## cell type report
class                           instances  area (um2)
Multi-Input combinational cell        414        4950
Timing Repair Buffer                   95         901
Sequential cell                       554       16200
Fill cell                            6320       45300
Clock buffer                           68        1530
Tap cell                              940        1180
Clock inverter                         33         405
Inverter                                5        18.8
## through the flow
step / hold slack [ps] / utilization (%) / cell area [um2]
after floorplan: 412 / - / 21500
after global placement: 417 / 33.0 / 23300
after detailed placement: 421 / 33.0 / 23300
after CTS: 118 / 35.8 / 25200
after global routing: 145 / 35.8 / 25200
final: 159 / 35.8 / 25200
## how the worst max path moves through the flow
stage	from	endpoint	slack (ps)	depth (start not counted)
finish	rdbptr[0]	rdata_o[28]	5990	6
global route	rdbptr[1]	rdata_o[28]	5690	5
CTS	rdbptr[2]	rdata_o[16]	5880	6
