--- run.sh ---
#!/bin/bash
# OpenROAD 26Q1-2900-gdf79404cd8, Yosys 0.63+post, stock flow scripts
make -C /OpenROAD-flow-scripts/flow DESIGN_CONFIG=/design/flow/config.mk WORK_HOME=/design/flow/orfs finish
--- config.mk ---
export PLATFORM = sky130hd
export DESIGN_NAME = SRAM_Based_FIFO
export DESIGN_NICKNAME = SRAM_Based_FIFO
export VERILOG_FILES = /design/flow/design.v
export SDC_FILE = /design/flow/constraint.sdc
export NUM_CORES = 4
export LEC_CHECK = 1
export CORE_UTILIZATION = 40
--- constraint.sdc ---
current_design SRAM_Based_FIFO

set clk_period 10.2
set clk_io_pct 0.2

create_clock -name clk0 -period $clk_period [get_ports {clk}]

set non_clock_inputs [all_inputs -no_clocks]
set_input_delay [expr $clk_period * $clk_io_pct] -clock clk0 $non_clock_inputs
set_output_delay [expr $clk_period * $clk_io_pct] -clock clk0 [all_outputs]
--- design.v ---
module SRAM_Based_FIFO #(
    parameter       DEPTH_LG2           = 4,
    parameter       DATA_WIDTH          = 32,
    parameter       RST_MEM             = 0      
)
(
    input   wire                        clk,
    input   wire                        rst_n,
    output  wire                        full_o,
    input   wire                        wren_i,
    input   wire    [DATA_WIDTH-1:0]    wdata_i,
    output  wire                        empty_o,
    input   wire                        rden_i,
    output  wire    [DATA_WIDTH-1:0]    rdata_o
);
    localparam  FIFO_DEPTH              = (1<<DEPTH_LG2);
    reg                                 full,       full_n,
                                        empty,      empty_n;
    reg     [DEPTH_LG2:0]               wrptr,      wrptr_n,
                                        rdptr,      rdptr_n;
    SRAM #(.ADDRESS_DEPTH(DEPTH_LG2), .DATA_WIDTH(DATA_WIDTH), .DATA_DEPTH(FIFO_DEPTH), .RST_MEM(RST_MEM)) sram_memory 
    (
        .clk(clk),  
        .data_i(wdata_i),  
        .read_address_i(rdptr[DEPTH_LG2-1:0]),  
        .write_address_i(wrptr[DEPTH_LG2-1:0]),  
        .data_o(rdata_o),  
        .wren_i(wren_i),  
        .rden_i(rden_i),  
        .rst_n(rst_n)  
    );
    always_ff @(posedge clk)
            if (!rst_n) begin
                full                        <= 1'b0;
                empty                       <= 1'b1;     
                wrptr                       <= {(DEPTH_LG2+1){1'b0}};
                rdptr                       <= {(DEPTH_LG2+1){1'b0}};
            end
            else begin
                full                        <= full_n;
                empty                       <= empty_n;
                wrptr                       <= wrptr_n;
                rdptr                       <= rdptr_n;
            end
    always_comb begin
        wrptr_n                     = wrptr;
        rdptr_n                     = rdptr;
            if (wren_i) begin
                wrptr_n                     = wrptr + 'd1;
            end
            if (rden_i) begin
                rdptr_n                     = rdptr + 'd1;
            end
        empty_n                     = (wrptr_n == rdptr_n);
        full_n                      = (wrptr_n[DEPTH_LG2]!=rdptr_n[DEPTH_LG2])
                                     &(wrptr_n[DEPTH_LG2-1:0]==rdptr_n[DEPTH_LG2-1:0]);
    end
    // synthesis translate_off
    always @(posedge clk) begin
        if (full_o & wren_i) begin
            $display("FIFO overflow");
            @(posedge clk);
            $finish;
        end
    end
    always @(posedge clk) begin
        if (empty_o & rden_i) begin
            $display("FIFO underflow");
            @(posedge clk);
            $finish;
        end
    end
    // synthesis translate_on
    assign  full_o                      = full;
    assign  empty_o                     = empty;
endmodule
module SRAM #(
    parameter       ADDRESS_DEPTH       =   8,
    parameter       DATA_WIDTH          =   32,
    parameter       DATA_DEPTH          =   16,
    parameter       RST_MEM             =   0
)
(   
    input   wire                        clk,
    input   wire [DATA_WIDTH-1:0]       data_i,
    input   wire [ADDRESS_DEPTH-1:0]    read_address_i,
    input   wire [ADDRESS_DEPTH-1:0]    write_address_i,
    output  reg [DATA_WIDTH-1:0]        data_o,
    input   wire                        wren_i,
    input   wire                        rden_i,
    input   wire                        rst_n
);
    reg [DATA_WIDTH-1:0] sram [DATA_DEPTH];
    localparam  FIFO_DEPTH              = (1<<ADDRESS_DEPTH);
    always_ff @ (posedge clk)
            if (!rst_n & RST_MEM)begin
                for (int i=0; i<FIFO_DEPTH; i++) begin
                    sram[i]                      <= {DATA_WIDTH{1'b0}};
                end
            end
            else begin
                if (wren_i == 1'b1)begin
                    sram [write_address_i] <= data_i;
                end
                if (rden_i == 1'b1)begin
                    data_o = sram [read_address_i];
                end
            end
endmodule
==> results_slide.txt <==
Synthesis and Place & Route Summary

Floorplan
  – Die Wd: approximately 230 µm
  – Die area: 53950 µm²
  – Core area: 52450 µm²
  – Num ports: roughly 70
  – Die height: around 230 µm
  – Initial Util: 0.4044
  – Num rows: between 80 and 90

Global routing
  – Largest net degree at the start of global routing: 48
  – Most Used Layer, Global Route: met2
  – Total gr overflow: 0
  – Initial antenna violation count: 0
  – Vias in the first global route: 11090
  – First-pass GRT wire length: ~65 mm
  – Gr usage total: 0.1787
  – Grt met3 use: 0.08074
  – Met1 usage: 0.2527
  – Grt met2 use: 0.2760

Cells and area
  – Finished Cell Area: ~25000 µm²
  – Most common logic cells in the final layout: edfxtp_1 (544), mux2i_1 (130), clkdlybuf4s50_1 (68), a221oi_1 (64), mux4_2 (64)
  – Fraction of final layout cells with drive strength greater than 1: 0.1670
  – Most numerous logic cell after layout: edfxtp_1
  – Layout Area Growth over Synthesis: 15.54%

CTS
  – H-tree depth: 2
  – Clk sinks: 556
  – Num CTS Buffers: 54
  – CTS tree: done
  – Clk latency late pin: approximately 0.6 ns
  – Clk slew on worst S/H paths: around 0.06 ns
  – CTS root buf: clkbuf_16
  – Clock Path Buffers: 3
  – Post_cts resized: 0
  – Post-CTS setup buffers: 0
  – Cts hold-fix bufs: 0

Critical path
  – Reg2reg setup slack: 7.09 ns
  – Startpoint types: input port
  – Crit Path Max Fanout: 26
  – Worst EP arrival: 3.91 ns
  – Reg2reg start: rdptr[0]
  – Crit path required time: between 10 and 15 ns
  – Critical path class: in2reg
  – Worst r2r dst: sram_memory.data_o[9]
  – FF-to-FF path depth: 5
  – Setup crit end kind: flop

Final timing
  – Setup tns final: 0 ns
  – Fmax achieved: 0.2721 GHz
  – RSZ-0062 raised after global routing: false
  – Final setup viols: 0
  – Final Max Tran Viols: 0
  – Final hold violations: 0
  – Worst slew pin tran: slightly above 0.8 ns
  – Clk_skew: approximately 0.015 ns
  – Minimum clock period: between 3 and 4 ns
  – Worst rel slew slack: 0.4616
  – Final period util: 0.3603

Placement
  – Port Buf Inserts: 69
  – Placement Cell Area: between 20000 and 25000 µm²
  – Gp weighted congestion: around 0.8
  – Post-DP HPWL: around 23 mm

Synthesis
  – Cell Area, Synth: 21210 µm²
  – Ys cells: roughly 1000
  – Mapped Avg Cell Area: a little over 20 µm²
  – Sequential share of the synthesized area: 0.7815
  – Most common reg cell: edfxtp_1
  – Asr flop ratio synth: 0
  – Yosys reg bits: between 500 and 600
  – Flip-flops with a built-in enable: between 500 and 600
  – Yosys Chip Area: 21210 µm²
  – Syn Inst Count: about 1000
  – Yosys cell types: 35
  – YS warnings: 3

Routing
  – Post-DR wirelength/cell: 22.97 µm
  – Initial DRC count: ~550
  – DR vias/cell: around 5.5
  – Vias: 10150
  – Residual DRC: 0
  – Drt pass-1 iters: 4
  – Antenna Diode Count: 0
  – Post-route ant nets: 0
  – Routed WL: 42.78 mm

Flow run
  – Tool Warnings: 28
  – Max_cap viols: 0

Hold path
  – Hold Crit Class: reg2reg
  – Hold Crit Endpoint: wrptr[4]
  – Hold depth: 2
  – Hold Crit Start: wrptr[4]

Run status
  – Outcome: finished, final reports clean

Power
  – Power per cell area: approximately 200 nW/µm²
  – Lkg Pwr: just under 8 nW
  – Worst vdd ir: between 100 and 150 µV
## per-layer routing
layer / share of wire / wire (µm) / vias up
met1: 0.39 / 16670 / 5134
met5: 0 / 0 / -
met3: 0.095 / 4051 / 73
met4: 0.023 / 990 / 0
li1: - / - / 4502
met2: 0.49 / 21060 / 445
## worst max-delay path, stage by stage
cell and delay, ns:
clkdlybuf4s50_1 0.72, nor3b_1 0.39, and2_2 0.32, buf_4 0.40
## cell type report
class / count / area, µm²
multi-input combinational: 414 / 4287
clock buffer: 64 / 1453
fill: 4269 / 27940
tap: 688 / 860.8
inverter: 5 / 18.77
timing repair buffer: 98 / 903.4
clock inverter: 37 / 397.9
sequential: 556 / 16590
## synthesized netlist by cell type, types with 5 or more instances
cell	n	area [µm²]
a221oi_1	64	560.5
buf_4	7	52.55
clkbuf_1	14	52.55
ha_1	5	62.56
o21ai_0	32	160.2
xor2_1	8	70.07
and2_1	18	112.6
dfxtp_1	12	240.2
nor2_1	7	26.28
a22oi_1	32	240.2
buf_2	20	100.1
mux2i_1	130	1301
nand2_1	33	123.9
mux4_2	64	1441
edfxtp_1	544	16340
buf_6	13	146.4
## power breakdown
part / total (mW) / switching, mW / internal, mW
Combinational: 0.288 / 0.150 / 0.138
Clock: 2.06 / 0.823 / 1.24
Sequential: 2.58 / 0.0191 / 2.56
Total: 4.93 / 0.992 / 3.93
## cell families (layout without fill, tap and decap cells)
family / after synthesis / in the layout / share of synthesized area
DFF: 556 / 556 / 0.7815
muxes: 194 / 194 / 0.1293
AOI/OAI and AO/OA: 135 / 135 / 0.04779
and+or+nand+nor: 70 / 70 / 0.01664
buffers and inverters: 60 / 204 / 0.01764
xor gates and xnor gates: 10 / 10 / 0.004130
adders and majority gates: 5 / 5 / 0.002950
## sequential cells by signal, indices dropped and copies added (netlist names)
register	count
rdptr	5
full	1
sram_memory.sram	512
wrptr	5
empty	1
sram_memory.data_o	32
## through the flow
step,worst slack (ns),total power [mW],hold WS (ns),cells,utilization
final,6.524,4.927,0.5224,1862,0.4673
after detailed placement,5.948,2.921,0.5095,1761,0.4320
after global placement,5.946,2.920,0.5079,1761,0.4320
after global routing,6.452,5.086,0.5618,1862,0.4673
after CTS,6.553,4.986,0.5251,1862,0.4673
after floorplan,6.480,2.797,0.4854,1030,-
## worst max-delay path by stage
stage                 startpoint                      end  slack, ns  depth (start not counted)
after global routing      wren_i  sram_memory.sram[2][21]       6.45                          4
final                     wren_i  sram_memory.sram[2][24]       6.52                          4
after CTS                 wren_i  sram_memory.sram[2][22]       6.55                          4
Power is estimated from default activity; no workload was simulated.
