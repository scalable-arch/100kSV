**./config.mk**
```make
export PLATFORM = sky130hd
export DESIGN_NAME = RegisterSlice_Fully
export DESIGN_NICKNAME = RegisterSlice_Fully
export VERILOG_FILES = /design/flow/design.v
export SDC_FILE = /design/flow/constraint.sdc
export NUM_CORES = 4
export LEC_CHECK = 1
export CORE_UTILIZATION = 40
```
**./constraint.sdc**
```tcl
current_design RegisterSlice_Fully

set clk_period 7.2
set clk_io_pct 0.2

create_clock -name clk0 -period $clk_period [get_ports {aclk}]

set non_clock_inputs [all_inputs -no_clocks]
set_input_delay [expr $clk_period * $clk_io_pct] -clock clk0 $non_clock_inputs
set_output_delay [expr $clk_period * $clk_io_pct] -clock clk0 [all_outputs]
```
**./design.v**
```verilog
`timescale  1ns/10ps
module RegisterSlice_Fully #(
    parameter DATA_WIDTH = 32
)(
    input   wire                    aclk,
    input   wire                    areset_n,
    input   [DATA_WIDTH-1:0]        prev_stage_data_i,
    output  wire                    prev_stage_ready_o,
    input   wire                    prev_stage_valid_i,
    output  [DATA_WIDTH-1:0]        next_stage_data_o,
    input   wire                    next_stage_ready_i,
    output  wire                    next_stage_valid_o
);
    localparam AXI_SIG_LEN = $bits(prev_stage_data_i);
    localparam FIFO_DEPTH_LG2 = $clog2(2);
    logic [AXI_SIG_LEN-1:0]   fifo  [0:2-1];
    logic [FIFO_DEPTH_LG2:0]  wr_ptr;
    logic [FIFO_DEPTH_LG2:0]  rd_ptr;
    wire                      wren;
    logic                     rden;
    logic                     full,   full_n,
                              empty,  empty_n;
    logic      [FIFO_DEPTH_LG2:0]      wr_ptr_n,  rd_ptr_n;
    assign wren = (prev_stage_valid_i && !full)  ? 1'b1 : 1'b0;
    assign rden = (!empty && next_stage_ready_i) ? 1'b1 : 1'b0;
    assign next_stage_valid_o = !empty;
    assign prev_stage_ready_o = !full;
    always_ff @(posedge aclk) begin
        if(!areset_n) begin
            full        <=      1'b0;
            empty       <=      1'b0;
            wr_ptr      <=      {(2+1){1'b0}};
            rd_ptr      <=      {(2+1){1'b0}};
            for(int i=0; i<2; i++) begin
                fifo[i] <=    {AXI_SIG_LEN{1'b0}};
            end
        end
        else begin
            full        <=      full_n;
            empty       <=      empty_n;
            wr_ptr      <=      wr_ptr_n;
            rd_ptr      <=      rd_ptr_n;
            if(wren) begin
                fifo[wr_ptr[FIFO_DEPTH_LG2-1:0]] <= prev_stage_data_i;
            end
        end
    end
    always_comb begin
        wr_ptr_n    =   wr_ptr;
        rd_ptr_n    =   rd_ptr;
        if(wren)
            wr_ptr_n     =   wr_ptr + 'd1;
        if(rden)
            rd_ptr_n     =   rd_ptr + 'd1;
        empty_n          =  (wr_ptr_n == rd_ptr_n);
        full_n           =  (wr_ptr_n[FIFO_DEPTH_LG2]!=rd_ptr_n[FIFO_DEPTH_LG2])
                            & (wr_ptr_n[FIFO_DEPTH_LG2-1:0]==rd_ptr_n[FIFO_DEPTH_LG2-1:0]);
    end
    assign next_stage_data_o = (next_stage_valid_o) ? fifo[rd_ptr[FIFO_DEPTH_LG2-1:0]] : 'x;
endmodule
```
**./run.sh**
```bash
#!/bin/bash
# OpenROAD 26Q1-2900-gdf79404cd8, Yosys 0.63+post, stock flow scripts
make -C /OpenROAD-flow-scripts/flow DESIGN_CONFIG=/design/flow/config.mk WORK_HOME=/design/flow/orfs finish
```
==> flow_summary.toml <==
# generated from flow reports
[placed_design]
placedCellCount = 374
placed_area_um2 = 3936
dp_hpwl_um = 3161
io_buffers = 69
globalplace.congestion = 0.7672

[logic_synthesis]
synth_top_area_share = 0.6154
top_area_cell = "edfxtp_1"
synthTopCellsByCount = "67 x and2_1, 64 x edfxtp_1, 30 x mux2_2, 7 x dfxtp_1"
yosys-stat-area_um2 = 3123
top_cell = "and2_1"
ys_warn_count = 1
ys_ff = 71
yosysUniqueCellTypes = 25
syn_area_um2 = 3123
syn_inst = 213
ys_seq_frac = 0.6603
synth-main-ff-cell = "edfxtp_1"
edf_count = 64
syn_area_per_cell_um2 = 14.66
yosys_cells = 213
synthTopCellsByArea = "edfxtp_1 62%, and2_1 13%, mux2_2 11%, dfxtp_1 4.5%, xnor2_1 1.7%"
synthArstFlopShare = 0

[global_routing]
grt_pass1_vias = 1827
grt_max_degree = 33
grt-ovfl-total = 0
grt_pass1_wl_um = 8832
antenna_found_initial = 0
grt_usage = 0.1493

[routing]
wl_per_cell_um = 13.65
routed_wl_um = 5323
drcViolationCount = 0
via_per_inst = 4.618
via_count = 1801
antenna_left = 0
antenna_cells = 0
drtIter0Drc = 117
first_pass_iters = 4

[run]
warnings = 25
max-cap-violations = 0

[floorplanning]
io_pins = 70
die_h_um = 90.36
rows = 31
core-area_um2 = 7408
fp.dieW_um = 90.36
fp_util = 0.4216
dieArea_um2 = 8165

[clock_network]
cts_htree_levels = 3
clk_pin_slew_worst_paths_ns = 0.07
cts_resized = 0
post_cts_buffers = 0
cts_max_path_buffers = 2
cts_buffers = 9
cts_hold_buf = 0
insertion_delay_ns = 0.33
cts.sinks = 71
cts_root_buf = "clkbuf_8"
cts_tree = "done"

[timing]
skew_ns = 0.006725
slew_viol_final = 0
worstMarginPinSlew_ns = 0.5226
fmax_ghz = 0.2904
final-setup-viol-count = 0
fin_crit_ns = 3.443
setup_tns_ns = 0
hold_viol_final = 0
post-route-period-util = 0.4782
relSlewSlack = 0.6509
rsz0062_at_grt = "no"

[layout]
fill_cells = 611
drive_above_1_share = 0.1959
comb_area_um2 = 1013
fin_area_um2 = 4149
stdcell_count = 390
seq_area_um2 = 2063
area_growth_pct = 32.85

[power_and_ir_drop]
power_frac_seq = 0.458
clkPwrFrac = 0.275
peakVddDrop_v = 0.0001792
power_uw = 1214
net-switching-power_uw = 279.0
combPwrFrac = 0.267
p_int_uw = 935.4
swShare = 0.2297
power.leakage_uw = 0.001563
powerDensity_nw_per_um2 = 292.7

[run_status]
status = "completed"

[setup_path]
path_max_fanout = 23
path_class = "reg -> out"
cp.required_ns = 5.76
cp-end-kind = "output port"
start_kind = "register"
arrival_ns = 2.00

[hold_path]
min_path_type = "reg -> reg"
-- placed cells by master (no fill, tap or decap), types with 2 or more instances in the layout --
master,synthesis,final
bufinv_16,0,2
o221ai_1,2,2
xnor2_1,6,6
clkinvlp_4,0,2
and2_1,67,67
and2b_2,2,2
mux2_1,2,2
nor2b_1,2,2
dfxtp_1,7,6
edfxtp_1,64,64
clkinv_2,0,2
inv_1,2,2
nand2_1,6,5
mux2_2,30,30
nand4_1,2,2
buf_4,1,5
clkbuf_8,0,9
clkdlybuf4s50_1,0,69
-- routing by layer --
metal | wire length [um] | up-vias | track usage
li1 | - | 893 | -
met1 | 2289 | 838 | 0.2197
met2 | 2515 | 68 | 0.2290
met3 | 490 | 2 | 0.06667
met4 | 29 | 0 | 0.01478
met5 | 0 | - | 0
-- kinds of logic after synthesis --
family                 after synthesis  synth area share
XOR/XNOR                             8           0.02684
multiplexers                        32            0.1154
AND-OR/OR-AND                        3          0.007211
flip-flops                          71            0.6603
AND/OR/NAND/NOR                     85            0.1699
buffers and inverters               14           0.02043
-- final timing paths --
kind                                to                  from  cells after the start  slack, ns
max              next_stage_data_o[19]              register                      3       3.76
min               wr_ptr[1]$_SDFF_PN0_  wr_ptr[1]$_SDFF_PN0_                      2       0.60
max reg2reg  fifo[1][24]$_SDFFCE_PN0P_       full$_SDFF_PN0_                      4       5.42
min reg2reg       wr_ptr[1]$_SDFF_PN0_  wr_ptr[1]$_SDFF_PN0_                      2       0.60
-- final cells by class --
cell class                      instances  area share
Clock buffer                           10     0.03076
Inverter                                2    0.001809
Sequential cell                        71      0.4973
Clock inverter                          6     0.02051
Timing Repair Buffer                   74      0.1755
Tap cell                               99     0.02986
Multi-Input combinational cell        128      0.2443
-- through the flow --
step                      worst slack, ns  hold slack [ns]    util
after floorplan                     2.971           0.5628       -
after global placement              3.770           0.5807  0.5313
after detailed placement            3.759           0.5889  0.5313
after CTS                           3.703           0.6046  0.5600
after global routing                3.646           0.6274  0.5600
final                               3.757           0.6026  0.5600
-- power by group through the flow --
stage / Combinational [uW] / Sequential [uW] / Clock (uW)
final: 324 / 557 / 334
after global routing: 354 / 566 / 360
after CTS: 331 / 558 / 343
-- flip-flops by register name, indices dropped and copies added (netlist names), named ones only --
signal,cells
rd_ptr,2
empty,1
fifo,64
full,1
wr_ptr,2
-- critical path, cell delays in order (launching register included) --
cell	delay (ns)
dfxtp_2	0.47
buf_4	0.38
mux2_2	0.37
clkdlybuf4s50_1	0.44
Power and IR drop assume default switching activity.
